$ cat design/flow/run.sh
#!/bin/bash
# OpenROAD 26Q1-2900-gdf79404cd8, Yosys 0.63+post, stock flow scripts
make -C /OpenROAD-flow-scripts/flow DESIGN_CONFIG=/design/flow/config.mk WORK_HOME=/design/flow/orfs finish
$ cat design/flow/config.mk
export PLATFORM = sky130hd
export DESIGN_NAME = datapath
export DESIGN_NICKNAME = datapath
export VERILOG_FILES = /design/flow/design.v
export SDC_FILE = /design/flow/constraint.sdc
export NUM_CORES = 4
export LEC_CHECK = 1
export CORE_UTILIZATION = 30
$ cat design/flow/constraint.sdc
current_design datapath

set clk_period 8.2
set clk_io_pct 0.2

create_clock -name clk0 -period $clk_period [get_ports {clk}]

set non_clock_inputs [all_inputs -no_clocks]
set_input_delay [expr $clk_period * $clk_io_pct] -clock clk0 $non_clock_inputs
set_output_delay [expr $clk_period * $clk_io_pct] -clock clk0 [all_outputs]
$ cat design/flow/design.v
module comp(lt,gt,eq,data1,data2);
  input [15:0] data1,data2;
  output lt,eq,gt;
  assign lt=data1<data2;
  assign eq=data1==data2;
  assign gt=data1>data2;
endmodule
module datapath(lt,gt,eq,sel1,sel2,sel_in,ldA,ldB,data_in,clk,result,done);
  input sel1,sel2,sel_in,ldA,ldB,clk,done;
  output lt,gt,eq;
  input [15:0] data_in;
  wire [15:0] aOut,bOut,x,y,subOut,bus;
  output reg [15:0] result;
  pipo A(.data_out(aOut),.data_in(bus),.load(ldA),.clk(clk));
  pipo B(.data_out(bOut),.data_in(bus),.load(ldB),.clk(clk));
  comp u1(.lt(lt),.gt(gt),.eq(eq),.data1(aOut),.data2(bOut));
  MUX Aone(.out(x),.in1(aOut),.in0(bOut),.sel(sel1));
  MUX Btwo(.out(y),.in1(aOut),.in0(bOut),.sel(sel2));
  MUX load(.out(bus),.in1(subOut),.in0(data_in),.sel(sel_in));
  sub u2(.subOut(subOut),.in1(x),.in2(y));
  always@(*) begin
       if(done)
       result=aOut;
       end
endmodule
module MUX(out,in1,in0,sel);
  input [15:0] in1,in0;
  input sel;
  output [15:0] out;
  assign out=sel?in0:in1;
endmodule
module pipo(data_out,data_in,load,clk); 
  input [15:0] data_in;
  input clk,load;
  output reg [15:0] data_out;
  always@(posedge clk) begin
    if(load) data_out<=data_in;
    else data_out <= data_out;
  end
endmodule
module sub(subOut,in1,in2);
  input [15:0] in1,in2;
  output [15:0] subOut;
  assign subOut=in1-in2;
endmodule
==> metrics.yaml <==
synthesis:
  syn-instance-count: 288
  yosys_area_sq_um: 2987
  flop_cell: "edfxtp_1"
  synth_area_per_cell_sq_um: 10.37
  edf_count: 32
  synth_flops: 48
  synthArstFlopShare_pct: 0
  syn_area_sq_um: 2987
  synth_cell_type_count: 57
  ys_warn_count: 2
  ys_cells: 288
floorplanning:
  io_pins: 42
  dieWidth_um: 101.8
  core-area_sq_um: 9729
  die_area_sq_um: 10360
  rows: 36
  dieHeight_um: 101.8
  fp_util_pct: 30.70
route:
  vias: 2240
  dr.pass1.iters: 4
  n_antenna_cell: 0
  drt-total-wl_um: 6614
  ant_nets: 0
  routedWlPerCell_um: 14.22
  first_iter_violations: 106
  viasPerCell: 4.817
  route.detailed.drc: 0
pwr:
  power.leakage_uw: 0.001504
  p_int_uw: 551.6
  vdd_drop_max_uv: 83.19
  power_uw: 917.3
  swShare_pct: 39.87
  pwr-share-clk_pct: 12.6
  power_density_nw_per_um2: 253.8
  seqPwrFrac_pct: 32.2
  power_frac_comb_pct: 55.2
  p_sw_uw: 365.7
critical_path:
  ff2ff_setup_slack_ps: 5480
  rr_worst_depth: 10
  r2r_start: "A.data_out[0]"
  critPathRequiredTime_ps: 8210
  start_kind: "input port"
  reg2reg_to: "A.data_out[8]"
  slowest_stage: "clkdlybuf4s50_1"
  endpoint_kind: "flop"
  max_stage_delay_ps: 460
  crit_fanout: 16
  crit_type: "in -> reg"
  cp.arrival_ps: 4410
  path_cells: "clkdlybuf4s50_1, buf_4, mux2i_1, ha_1, inv_1, fa_1, a211oi_1, o21ai_1, a21boi_0, xor2_1, o21ai_0"
sta:
  rsz0062_at_grt: "false"
  setup_tns_ps: 0
  fin_ws_ps: 3802
  skew_ps: 2.978
  setup_violations: 0
  hold_viol: 0
  slew_headroom_pct: 65.05
  unclocked_pins: 16
  period_needed_ps: 4398
  slew_viol_final: 0
  max_freq_mhz: 227.4
  fin_crit_sh_pct: 53.63
  tightest_slew_ps: 522.6
  untimed_endpoints: 32
clock_tree:
  tritoncts: "built"
  cts.repair.resized: 0
  cts-buffers-inserted: 5
  clkTransAtPathRegs_ps: 70
  clock_latency_ps: 280
  htree_levels: 2
  cts_buffer_depth: 2
  cts_setup_buffers: 0
  cts_hold_buf: 0
  clockRootBuffer: "clkbuf_8"
final_layout:
  lay_top_cells: "41 x clkdlybuf4s50_1, 32 x edfxtp_1, 31 x ha_1, 28 x nand2_1, 21 x inv_1"
  lay_top_count: "clkdlybuf4s50_1"
  area_growth_pct: 21.03
  drive_gt1_share_pct: 11.14
  nFillCells: 994
placed_design:
  dp_hpwl_um: 5050
  io_buffer_count: 41
  post-place-ws_ps: 3555
  gp_congestion: 0.8606
min_path:
  holdPathEnd: "B.data_out[0]"
  hp-start: "B.data_out[0]"
  hp-class: "reg -> reg"
  holdPathStages: 4
grt:
  grt_pass1_vias: 2142
  grt_pass1_wl_um: 10730
  overflow: 0
  grt_antenna_before_repair: 0
  grtUsageTotal_pct: 13.99
  grt_max_degree: 28
job:
  warning_count: 25
  cap_violations: 0
status:
  status: "completed"
kinds of logic after synthesis:
family,Yosys count,synth area share (%)
multiplexers,31,11.02
XOR/XNOR,8,2.346
AND-OR/OR-AND,72,17.34
adder cells (fa/ha/maj),32,13.66
buffers and inverters,32,4.985
latches,16,8.044
flip-flops,32,32.17
AND/OR/NAND/NOR,65,10.43
Yosys cell counts (2+ instances only):
master / count / share of area, %
a311oi_1: 2 / 0.59
nand2b_1: 2 / 0.42
a21oi_1: 15 / 2.5
ha_1: 31 / 13
a211oi_1: 5 / 1.3
inv_1: 21 / 2.6
nor2_1: 10 / 1.3
a21boi_0: 2 / 0.50
mux2i_1: 16 / 5.4
clkbuf_1: 4 / 0.50
nand4_1: 4 / 0.84
edfxtp_1: 32 / 32
nor3_1: 3 / 0.50
a31oi_1: 2 / 0.42
a21o_1: 5 / 1.3
a21oi_2: 2 / 0.59
buf_1: 2 / 0.25
a21o_2: 2 / 0.59
o21ai_1: 2 / 0.34
o31ai_1: 4 / 1.0
nand3_1: 5 / 0.84
xor2_1: 5 / 1.5
mux2_2: 15 / 5.7
clkbuf_8: 2 / 0.92
or3_1: 2 / 0.42
nor2b_1: 3 / 0.63
xnor2_1: 3 / 0.88
dlxtp_1: 16 / 8.0
o21ai_0: 16 / 2.7
nand2_1: 28 / 3.5
metrics by stage:
step | hold WS [ps] | util (%) | cell area [sq um] | instances
CTS | 904.8 | 37.15 | 3615 | 465
floorplan | 800.7 | - | 2987 | 288
global placement | 888.7 | 36.33 | 3535 | 457
global route | 982.7 | 37.15 | 3615 | 465
finish | 896.2 | 37.15 | 3615 | 465
detailed placement | 898.9 | 36.33 | 3535 | 457
power by group through the flow:
| stage | combinational (uW) | clock, uW | sequential [uW] |
|---|---|---|---|
| CTS | 508 | 119 | 297 |
| global route | 570 | 125 | 304 |
| finish | 506 | 116 | 296 |
routing by layer:
layer  wire length (um)  vias up  GRT usage [%]
li1                   -     1151              -
met3                279        2          2.521
met1               3160     1039          20.67
met4                 41        0          1.115
met5                  0        -              0
met2               3133       48          22.92
layout make-up:
type | instances | area [sq um] | share of cell area (%)
clock buffer | 7 | 76.32 | 2.111
clock inverter | 1 | 3.754 | 0.1038
inverter | 22 | 82.58 | 2.285
multi-input combinational | 208 | 1637 | 45.28
sequential | 48 | 1201 | 33.23
tap | 133 | 166.4 | 4.604
timing repair buffer | 46 | 447.9 | 12.39
how the worst max path moves through the flow:
stage,startpoint,to,slack [ps],depth (start not counted)
global route,sel2,A.data_out[8],3520,12
finish,sel1,A.data_out[8],3800,11
CTS,sel1,A.data_out[8],3830,11
sequential cells by signal, summed over array words and instances (netlist names):
register and flops:
result 16, A.data_out 16, B.data_out 16
worst max-delay path, delay by kind of cell:
kind                     cells  cell delay, ps
multiplexers                 1             220
XOR/XNOR                     1             160
adder cells (fa/ha/maj)      2             620
buffers and inverters        3             780
AND-OR/OR-AND                4             980
Power and IR drop assume default switching activity.
