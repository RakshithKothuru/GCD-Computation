[run.sh]
#!/bin/bash
# OpenROAD 26Q1-2900-gdf79404cd8, Yosys 0.63+post, stock flow scripts
make -C /OpenROAD-flow-scripts/flow DESIGN_CONFIG=/design/flow/config.mk WORK_HOME=/design/flow/orfs finish
[config.mk]
export PLATFORM = sky130hd
export DESIGN_NAME = controller
export DESIGN_NICKNAME = controller
export VERILOG_FILES = /design/flow/design.v
export SDC_FILE = /design/flow/constraint.sdc
export NUM_CORES = 4
export LEC_CHECK = 1
export CORE_AREA = 10 10 70 70
export DIE_AREA = 0 0 80 80
[constraint.sdc]
current_design controller

set clk_period 2.5
set clk_io_pct 0.2

create_clock -name clk0 -period $clk_period [get_ports {clk}]

set non_clock_inputs [all_inputs -no_clocks]
set_input_delay [expr $clk_period * $clk_io_pct] -clock clk0 $non_clock_inputs
set_output_delay [expr $clk_period * $clk_io_pct] -clock clk0 [all_outputs]
[design.v]
module controller(ldA,ldB,sel1,sel2,sel_in,done,start,gt,lt,eq,clk);
  output reg ldA,ldB,sel1,sel2,sel_in,done;
  input start,gt,lt,eq,clk;
  reg [2:0] ps,ns;
  parameter s0=0,s1=1,s2=2,s3=3,s4=4,s5=5;
  always@(posedge clk) begin
     ps<=ns;    
  end
  always@(posedge clk) begin
    case(ps)
      s0:begin if(start) 
        ns=s1;
      end
      s1:ns=s2;
      s2:begin
        if(eq) ns=s5;
        else if(lt) ns=s3;
        else if(gt) ns=s4;
      end
      s3:begin
        if(eq) ns=s5;
        else if(lt) ns=s3;
        else if(gt) ns=s4;
      end
      s4:begin
        if(eq) ns=s5;
        else if(lt) ns=s3;
        else if(gt) ns=s4;
      end
      s5: ns=s5;
      default ns=s0;
    endcase
  end
  always@(*) begin
    case(ps)
      s0:begin ldA=1; ldB=0; sel_in=1; done=0; end
      s1:begin ldA=0; ldB=1; sel_in=1; done=0; end
      s2:begin
        if(eq) done=1;
        else if(lt) begin
          done=0; sel1=1; sel2=0; sel_in=0; ldA=0; ldB=1;
        end
        else if(gt) begin
          done=0; sel1=0; sel2=1; sel_in=0; ldA=1; ldB=0;
        end
      end
      s3:begin
        if(eq) done=1;
        else if(lt) begin
          done=0; sel1=1; sel2=0; sel_in=0; ldA=0; ldB=1;
        end
        else if(gt) begin
          done=0; sel1=0; sel2=1; sel_in=0; ldA=1; ldB=0;
        end
      end
      s4:begin
        if(eq) done=1;
        else if(lt) begin
          done=0; sel1=1; sel2=0; sel_in=0; ldA=0; ldB=1;
        end
        else if(gt) begin
          done=0; sel1=0; sel2=1; sel_in=0; ldA=1; ldB=0;
        end
      end
      s5:begin done=1; sel1=0; sel2=0; ldA=0; ldB=0; end 
      default begin ldA=0; ldB=0; end
    endcase
  end
endmodule
==> GITHUB_STEP_SUMMARY <==
### Flow metrics

| Metric | Value |
|---|---|
| Tally of yosys warning messages | `1` |
| Hold_sp | `ns[2]$_DFFE_PP_` |
| Post-synth top area share | `16.90%` |
| Worst Path Max Fanout | `10` |
| Switch share | `35.47%` |
| Clock power frac | `15.2%` |
| Pwr dens | `975.7 nW/um^2` |
| CTS tree | `yes` |
| Post-CTS setup buffers | `0` |
| Critical path required time | `2500 ps` |
| Switch Pwr | `235.6 uW` |
| Die Width | `80 um` |
| Synth Instances | `55` |
| Lkg Pwr | `0.2527 nW` |
| Slew HR | `66.37%` |
| Netlist cell types | `27` |
| Total GRT Usage | `3.385%` |
| Overall via count from detail_route | `424` |
| R2R Path Start | `ps[1]$_DFF_P_` |
| HP Class | `flip-flop to flip-flop` |
| DRC errors left | `0` |
| Post-route ant nets | `0` |
| Top cell excl fill/tap | `clkdlybuf4s50_1` |
| Register pins left without a clock | `6` |
| Hold path endpoint | `ps[2]$_DFF_P_` |
| Fp_density | `15.60%` |
| Max-Cap Viols | `0` |
| Drt total wl | `1.109 mm` |
| Hpwl dp | `841.2 um` |
| YS chip area | `533.0 um^2` |
| Syn avg cell area | `9.691 um^2` |
| Crit path DAT | `1860 ps` |
| Post-CTS Resized | `0` |
| Largest cells by area | `edfxtp_1, dlxtn_1, dfxtp_1` |
| CP Class | `input port to flip-flop` |
| Worst r2r dst | `ns[1]$_DFFE_PP_` |
| Ys flops | `12` |
| Die height | `80 um` |
| Latency at later pin | `260 ps` |
| Synth area leader | `edfxtp_1` |
| Initial DRC Count | `15` |
| Min Tclk post-route | `1862 ps` |
| Worst-path clk slew | `50 ps` |
| Vias in the first global route | `383` |
| Root Buffer | `clkbuf_4` |
| H-tree Lvls | `1` |
| Sequential fraction of design power | `47.1%` |
| Fillers | `391` |
| Maximum VDD drop | `0.2529 mV` |
| Port Buffer Count | `10` |
| Pins Over Slew Limit | `0` |
| Skew final | `8.156 ps` |
| I/O pin count | `11` |
| Mapped cell area | `533.0 um^2` |
| Total negative slack | `0 ps` |
| Clock Tree Buf Depth | `2` |
| Number of detailed-route iterations in the first pass | `3` |
| First-pass GRT wire length | `1.690 mm` |
| Finish-stage setup viols | `0` |
| CP endpoint kind | `flip-flop` |
| Period utilization | `74.47%` |
| FF/Latch Area | `240.2 um^2` |
| Slew at the pin with the worst max-slew slack | `503.8 ps` |
| CTS Hold Bufs | `0` |
| Worst Hold Depth | `0` |
| Avg WL per Cell | `9.991 um` |
| Grt ovf | `0` |
| Die Size | `6400 um^2` |
| GPL Wtd Cong | `0.7974` |
| Final Util | `19.93%` |
| Setup repair after global routing missed its margin | `no` |
| Tool warnings | `25` |
| Rows | `21` |
| Layout cell share with drive strength beyond 1 | `13.85%` |
| R2R Setup Slk | `890 ps` |
| Final Hold Vio Count | `0` |
| Logic cell area | `237.7 um^2` |
| Vias per cell | `3.820` |
| Status | `finished, final reports clean` |
| Combinational share of power | `37.7%` |
| Yosys Instances | `55` |
| Endpoints left unconstrained | `12` |
| Num CTS Buffers | `3` |
| Number of antenna violations at the first check in global routing | `0` |
| Antenna Diode Count | `0` |
| Area grow syn2layout | `27.70%` |
| Core Box Area | `3416 um^2` |
| Worst setup SP type | `input port` |
| Internal power | `428.5 uW` |
| Most common logic cells in the final layout | `clkdlybuf4s50_1, dlxtn_1, nor2_1` |
| Worst reg2reg path depth | `3` |
| F_max | `0.5371 GHz` |
| Largest net degree at the start of global routing | `16` |
## metrics by stage
step	hold WS (ps)	total power, mW	std cells	setup slack, ps	cell area, um^2
global route	357.0	0.7170	111	602.2	680.7
floorplan	323.3	0.4982	55	919.6	533.0
finish	346.5	0.6641	111	638.3	680.7
CTS	344.7	0.6718	111	647.3	680.7
detailed placement	334.8	0.5690	107	370.0	654.4
global placement	323.5	0.5665	107	403.0	654.4
## layout make-up
cell class              instances  area share [%]
multi-input cells              35           34.93
flip-flops and latches         12           35.29
repair buffers                 11           15.81
well taps                      46           8.456
clock buffers                   4           3.860
inverters                       3           1.654
## cell families (layout without fill, tap and decap cells)
family	after synthesis	count (layout)	share of synthesized area (%)
compound gates	17	17	24.65
buf+inv	8	18	10.33
flops	6	6	28.17
latches	6	6	16.90
mux	1	1	1.878
simple gates	17	17	18.07
## per-layer routing
layer	track usage [%]	part of all wire [%]
met1	4.082	44
met2	4.575	45
met3	2.841	10
met4	0.5282	1.1
met5	0	0
## worst max-delay path by stage
stage / startpoint / end / slack, ps / depth (start not counted)
5_1_grt: lt / ns[0]$_DFFE_PP_ / 600 / 4
4_1_cts: lt / ns[1]$_DFFE_PP_ / 650 / 4
6_report: lt / ns[1]$_DFFE_PP_ / 640 / 4
## synth_stat cells
cell	number
a21oi_1	3
a221oi_1	1
a22o_1	1
a22oi_2	1
a2bb2oi_1	1
buf_2	2
buf_6	3
dfxtp_1	3
dlxtn_1	6
edfxtp_1	3
inv_1	3
mux2i_1	1
nand2_1	3
nand2b_1	1
nor2_1	5
nor2b_1	2
nor3_1	3
nor3b_2	1
nor4_1	1
o21a_1	2
o21ai_0	2
o21ba_2	1
o22a_1	1
o22ai_1	2
o2bb2ai_1	1
o31ai_2	1
or4b_4	1
## sequential cells by signal, summed over array words and instances (netlist names)
signal and cells:
done 1, ldA 1, ps 3, ns 3, sel1 1, ldB 1
sel2 1, sel_in 1
## critical path, cell delays in order
cell,delay (ps)
clkdlybuf4s50_1,560
or4b_4,610
o31ai_2,80
a22oi_2,110
## power by group through the flow
stage / combinational [mW] / clock (mW) / sequential, mW
final: 0.250 / 0.101 / 0.313
after CTS: 0.253 / 0.104 / 0.315
after global routing: 0.279 / 0.110 / 0.328
No activity file was given, so power comes from the tool's default toggle rates.
